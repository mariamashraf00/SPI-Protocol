### ./design.v
module M_S_Integration  (
	input  clk,
input rst , 
input [1:0] slave_selection,   
input mode , 
output stop , 
input recieveM,
input sendM,
input loadM,
input loadS, 
output wire [7:0] M_recieved_Data , 
output wire [7:0] S_recieved_Data,
input [7:0] Master_Data,
input [7:0] Slave1_Data,
input [7:0] Slave2_Data,
input [7:0] Slave3_Data ) ; 
wire [3:1] CS  ; 
wire MOSI ; 
wire MISO ;  
wire Slave1_MISO ; 
wire Slave2_MISO ; 
wire Slave3_MISO ; 
wire [7:0] S1_recieved_Data ;
wire [7:0] S2_recieved_Data ; 
wire [7:0] S3_recieved_Data ; 
spi_master BigMaster (clk ,
rst,
loadM,
mode,
recieveM,
sendM,
MISO,
stop,
slave_selection,
MOSI,
CS[1] , 
CS[2] ,
CS[3],
M_recieved_Data,
Master_Data
) ;
	assign MISO=( slave_selection == 2'b01 )? Slave1_MISO :
				( slave_selection == 2'b10 )? Slave2_MISO  :
				( slave_selection == 2'b11 )? Slave3_MISO :1'bx ;
	assign S_recieved_Data= ( slave_selection == 2'b01 )?S1_recieved_Data : 
							( slave_selection == 2'b10 )? S2_recieved_Data :
							( slave_selection == 2'b11 )? S3_recieved_Data: 7'bx ;
	spi_slave slave1 (
	clk,
	rst, 
	loadS,
	mode,
	CS[1] , 
	recieveM,
	sendM,
	MOSI,
	Slave1_MISO,
	S1_recieved_Data,
	stop,
	Slave1_Data) ; 
spi_slave slave2 (clk,
		rst,
		loadS, 
	mode,
	CS[2] , 
	recieveM,
	sendM,
	MOSI,
	Slave2_MISO,
	S2_recieved_Data,
	stop,
	Slave2_Data) ;
spi_slave slave3 (clk,
	rst, 
	loadS,
	mode,
	CS[3] , 
	recieveM,
	sendM,
	MOSI,
	Slave3_MISO,
	S3_recieved_Data,
	stop,
	Slave3_Data ) ; 
endmodule 
module spi_master
  (
   input clk,
   input rst,
   input load,
   input mode, 
   input recieve ,
   input send , 
   input MISO ,
   output reg stop , 
   input [1:0] Select ,
   output reg MOSI , 
   output reg CS1, 
   output reg CS2, 
   output reg CS3 , 
   output reg [7:0] All_Port,
   input  [7:0] initial_val 
   );
wire CPOL;     
wire CPHA;
assign CPOL  = (mode == 2) | (mode == 3);
assign CPHA  = (mode == 1) | (mode == 3);
reg [2:0] recieved_bit_counter = 3'b000  ; 
reg [2:0] sent_bit_counter  = 3'b000   ; 
reg [7:0 ] int_data ;  
always @(posedge clk ) 
begin
	if(rst )
		begin 
			recieved_bit_counter <= 0 ; 
 			sent_bit_counter	<= 0 ; 
			int_data	<= 0 ; 
			All_Port	<= 0 ; 
			stop <= 0  ; 
		end  
		else if (load)
					begin
					  All_Port <= initial_val;
					  int_data<=initial_val;
					end 
			case ( Select )
			2'b01:
				 begin 
			 	 CS1 <= 0 ; 
		      	 CS2 <= 1 ; 
		      	 CS3 <= 1 ; 
				end  	
			2'b10: 	
				 begin 
		      	 CS1 <= 1 ; 
		     	  CS2 <= 0 ; 
		     	 CS3 <= 1 ; 
				   end 
			2'b11: 
				begin 
		     			CS1 <= 1 ; 
		      		CS2 <= 1 ; 
		    		  CS3 <= 0 ; 
				end 
			endcase 
			case ( {CPOL , CPHA })
				2'b00 : if ( recieve)
					begin 
						int_data[recieved_bit_counter] <= MISO  ; 
						recieved_bit_counter = recieved_bit_counter +1 ;
							All_Port =  int_data ; 
						if ( recieved_bit_counter == 3'b111)
										stop <= 1 ; 
					end 
				2'b01 : if ( send )
					begin 
							MOSI <=  All_Port[sent_bit_counter] ; 
							sent_bit_counter = sent_bit_counter+1 ; 
					end 
            			   2'b10 : if ( recieve )
					begin 
						int_data[recieved_bit_counter] <= MISO  ; 
						recieved_bit_counter = recieved_bit_counter +1 ;
							All_Port =  int_data ; 
						if ( recieved_bit_counter == 3'b111)
										stop <= 1 ;  
					end  	
				2'b11 : if ( send )
					begin 
						MOSI =  All_Port[sent_bit_counter] ; 
						sent_bit_counter = sent_bit_counter+1 ; 
					end 		
			endcase 
end 
always @(negedge clk )
begin
				case  ( {CPOL , CPHA })
 					    2'b00  :	if ( send )
								begin 
									MOSI = All_Port[sent_bit_counter] ; 
									sent_bit_counter = sent_bit_counter + 1 ; 
								end 
					     2'b01 :	 if ( recieve)
									begin 
									int_data[recieved_bit_counter] <= MISO  ; 
									recieved_bit_counter = recieved_bit_counter +1 ;
										All_Port =  int_data ; 									
 									if ( recieved_bit_counter == 3'b111)
										stop <= 1 ;  
							end  
					    2'b10:if ( send)
								begin 
									MOSI =  All_Port[sent_bit_counter] ; 
									sent_bit_counter = sent_bit_counter+1 ;
								end 
					   2'b11:if ( recieve )
								begin 
									int_data[recieved_bit_counter] = MISO  ; 
									recieved_bit_counter = recieved_bit_counter +1 ;
									All_Port =  int_data ; 
									if ( recieved_bit_counter == 3'b111)
									stop <= 1 ; 
							end  
				 endcase 
    			end 
endmodule 
module spi_slave
 ( input clk , 
   input rst ,
   input load,
   input mode,
   input CS   , 
   input sendValid ,
   input recievedValid , 
   input  MOSI,
   output reg MISO ,  
   output reg [7:0] All_port , 
   output reg stop,
   input  [7:0] initial_val 
) ; 
wire CPOL;     
wire CPHA;
assign CPOL  = (mode == 2) | (mode == 3);
assign CPHA  = (mode == 1) | (mode == 3);
reg [7:0] int_data ; 
reg [2:0] recieved_bit_count = 3'b000  ; 
reg [2:0] send_bit_count = 3'b000 ;  
 always @(posedge clk )
 begin 
			if (rst) 
				begin 
				recieved_bit_count <= 0 ; 
 				send_bit_count	<= 0 ; 
				int_data	<= 0 ; 
				All_port 	<= 0 ; 
				 stop           <= 0  ; 
					end
					else if (load)
					begin
					  All_port <= initial_val;
					  int_data<=initial_val;
					end 
			 if ( !CS  ) 
						case ( {CPOL , CPHA }) 
						2'b00 : if ( recievedValid ) 
								begin 
									int_data[recieved_bit_count] <= MOSI ;
										All_port = int_data ;  
									recieved_bit_count  = recieved_bit_count+1 ; 
 									if ( recieved_bit_count == 3'b111)
										stop <= 1 ;
	    							end 
						2'b01 : if ( sendValid)
								begin
									MISO <= All_port[send_bit_count] ;
									send_bit_count = send_bit_count +1 ;
    					    			  end		
						2'b10 :if ( recievedValid ) 
								begin 
									int_data[recieved_bit_count] <= MOSI ; 
									All_port = int_data ;  
									recieved_bit_count  = recieved_bit_count+1 ; 
 									if ( recieved_bit_count == 3'b111)
										stop <= 1 ; 
	    							end 
						2'b11 : if ( sendValid)
								begin
									MISO =  All_port [send_bit_count] ;
									send_bit_count = send_bit_count +1 ; 
    					    			  end		
						endcase 
				end
always@(negedge clk ) 
begin
		if ( !CS ) 
			begin 
			case ({CPOL , CPHA })
			2'b00 :if ( sendValid)
					begin
							MISO <= All_port[send_bit_count] ;
							send_bit_count = send_bit_count +1 ; 
    					  end	
			2'b01 :  if ( recievedValid ) 
								begin 
									int_data[recieved_bit_count] <= MOSI ;
										All_port = int_data ;  
									recieved_bit_count  = recieved_bit_count+1 ; 
 									if ( recieved_bit_count == 3'b111)
										stop <= 1 ; 
								end 
			2'b10 :if ( sendValid)
					                      begin
							       MISO <= All_port[send_bit_count] ;
							       send_bit_count = send_bit_count +1 ; 
                    						 end		
			2'b11 : if ( recievedValid ) 
								begin 
									int_data[recieved_bit_count] <= MOSI ;
										All_port = int_data ;  
									recieved_bit_count  = recieved_bit_count+1 ; 
 									if ( recieved_bit_count == 3'b111)
										stop <= 1 ;
								end 
			endcase  
	end 
 end 
endmodule 
### ./run.sh
#!/bin/bash
# OpenROAD 26Q1-2900-gdf79404cd8, Yosys 0.63+post, stock flow scripts
make -C /OpenROAD-flow-scripts/flow DESIGN_CONFIG=/design/flow/config.mk WORK_HOME=/design/flow/orfs finish
### ./config.mk
export PLATFORM = sky130hd
export DESIGN_NAME = M_S_Integration
export DESIGN_NICKNAME = M_S_Integration
export VERILOG_FILES = /design/flow/design.v
export SDC_FILE = /design/flow/constraint.sdc
export NUM_CORES = 4
export LEC_CHECK = 1
export CORE_UTILIZATION = 30
### ./constraint.sdc
current_design M_S_Integration

set clk_period 3.5
set clk_io_pct 0.2

create_clock -name clk0 -period $clk_period [get_ports {clk}]

set non_clock_inputs [all_inputs -no_clocks]
set_input_delay [expr $clk_period * $clk_io_pct] -clock clk0 $non_clock_inputs
set_output_delay [expr $clk_period * $clk_io_pct] -clock clk0 [all_outputs]
==> Slide: Implementation Results <==
Physical Implementation Snapshot

Yosys
  • FFs w/ async S/R, synth: 0%
  • Synthesis area per yosys: 8680 sq um
  • Cells in synth_stat.txt: 614
  • Seq cells post-synth: roughly 190
  • Top cells by area: edfxtp_1, mux2_2, dfxtp_1
  • Synth Seq Share: between 60 and 70%
  • Cell variety after synth: about 40
  • Top_reg_cell synth: edfxtp_1
  • Most common cell in the synthesized netlist: edfxtp_1
  • Synth cell count leaders: edfxtp_1, mux2_2, mux2i_1, nand2_1, dfxtp_1
  • Post-synth top area share: about 54%
  • Largest area contributor in the synthesized netlist: edfxtp_1
  • Synth Warn #: 2
  • EDFF count, synth: approximately 160

Status
  • Status: aborted with a tool error
  • First Error: ERROR: Found 92 problems in 'check -assert'.
  • Failed at: synthesis (1_2_yosys)
[kinds of logic after synthesis]
| logic type | after synthesis | share of synthesized area [%] |
|---|---|---|
| and+or+nand+nor | 115 | 6.34 |
| adders and majority gates | 24 | 3.46 |
| xor gates and xnor gates | 25 | 2.61 |
| buffers and inverters | 49 | 2.41 |
| other | 1 | 0.0432 |
| AOI/OAI and AO/OA | 97 | 9.36 |
| muxes | 116 | 14.8 |
| DFF | 187 | 61.0 |
